--- config.mk ---
export PLATFORM = sky130hd
export DESIGN_NAME = EXMEM
export DESIGN_NICKNAME = EXMEM
export VERILOG_FILES = /design/flow/design.v
export SDC_FILE = /design/flow/constraint.sdc
export NUM_CORES = 4
export LEC_CHECK = 1
export CORE_UTILIZATION = 30
--- constraint.sdc ---
current_design EXMEM

set clk_period 1.0
set clk_io_pct 0.2

create_clock -name clk0 -period $clk_period [get_ports {clk}]

set non_clock_inputs [all_inputs -no_clocks]
set_input_delay [expr $clk_period * $clk_io_pct] -clock clk0 $non_clock_inputs
set_output_delay [expr $clk_period * $clk_io_pct] -clock clk0 [all_outputs]
--- design.v ---
module EXMEM(B_in, B_out, ALURes_in, ALURes_out, nextPC_in, nextPC_out, pc_in, pc_out, AB_in, AB_out, writeregsel_in, writeregsel_out, JAL_in, JAL_out, branch_in, branch_out, 
	     MemToReg_in, MemToReg_out, MemWrite_in, MemWrite_out, RegWrite_in, RegWrite_out, halt_in, halt_out, en, clk, rst);
   input [15:0] B_in;
   input [15:0] ALURes_in;
   input [15:0] nextPC_in;
   input [15:0] pc_in;
   input [4:0] AB_in;
   input [2:0] writeregsel_in;
   input JAL_in;
   input branch_in;
   input MemToReg_in;
   input MemWrite_in;
   input RegWrite_in;
   input halt_in;
   input en;
   input clk, rst; 
   output [15:0] B_out;
   output [15:0] ALURes_out;
   output [15:0] nextPC_out;
   output [15:0] pc_out;
   output [4:0] AB_out;
   output [2:0] writeregsel_out;
   output JAL_out;
   output branch_out;
   output MemToReg_out;
   output MemWrite_out;
   output RegWrite_out;
   output halt_out;
   register_16 B_Reg(.writedata(B_in), .write(en), .readdata(B_out), .clk(clk), .rst(rst));
   register_16 ALURes_Reg(.writedata(ALURes_in), .write(en), .readdata(ALURes_out), .clk(clk), .rst(rst));
   register_16 nextPC_Reg(.writedata(nextPC_in), .write(en), .readdata(nextPC_out), .clk(clk), .rst(rst));
   register_16 pc_Reg(.writedata(pc_in), .write(en), .readdata(pc_out), .clk(clk), .rst(rst));
   register_5 AB_Reg(.writedata(AB_in), .write(en), .readdata(AB_out), .clk(clk), .rst(rst));
   register_3 writeregsel_Reg(.writedata(writeregsel_in), .write(en), .readdata(writeregsel_out), .clk(clk), .rst(rst));
   register_1 JAL_Reg(.writedata(JAL_in), .write(en), .readdata(JAL_out), .clk(clk), .rst(rst));
   register_1 branch_Reg(.writedata(branch_in), .write(en), .readdata(branch_out), .clk(clk), .rst(rst));
   register_1 MemToReg_Reg(.writedata(MemToReg_in), .write(en), .readdata(MemToReg_out), .clk(clk), .rst(rst));
   register_1 MemWrite_Reg(.writedata(MemWrite_in), .write(en), .readdata(MemWrite_out), .clk(clk), .rst(rst));
   register_1 RegWrite_Reg(.writedata(RegWrite_in), .write(en), .readdata(RegWrite_out), .clk(clk), .rst(rst));
   register_1 halt_Reg(.writedata(halt_in), .write(en), .readdata(halt_out), .clk(clk), .rst(rst));
endmodule
module dff (q, d, clk, rst);
    output         q;
    input          d;
    input          clk;
    input          rst;
    reg            state;
    assign #(1) q = state;
    always @(posedge clk) begin
      state = rst? 0 : d;
    end
endmodule
module mux2_1(Out, in1, in2, sel);
  input in1, in2; 
  input sel; 
  output Out;
  wire notS, nand1, nand2;
  assign notS = ~sel;  
  assign nand1 = ~(in1 & notS);
  assign nand2 = ~(in2 & sel);
  assign Out = ~(nand1 & nand2);
endmodule
module mux2_1_16(Out, in1, in2, sel);
  input [15:0] in1, in2;
  input sel;
  output [15:0] Out;
  mux2_1 mux2[15:0](.Out(Out), .in1(in1), .in2(in2), .sel(sel));
endmodule
module register_1(writedata, write, readdata, clk, rst);
   input writedata;
   input write, clk, rst;
   output readdata;
   wire writeEnable; 
   dff ff0(.q(readdata), .d(writeEnable), .clk(clk), .rst(rst));
   mux2_1 mux0(.Out(writeEnable), .in1(readdata), .in2(writedata), .sel(write));
endmodule
module register_16(writedata, write, readdata, clk, rst);
   input [15:0] writedata;
   input write, clk, rst;
   output [15:0] readdata;
   wire [15:0] writeEnable; 
   dff ff0[15:0](.q(readdata), .d(writeEnable), .clk(clk), .rst(rst));
   mux2_1_16 mux0(.Out(writeEnable), .in1(readdata), .in2(writedata), .sel(write));
endmodule
module register_3(writedata, write, readdata, clk, rst);
   input [2:0] writedata;
   input write, clk, rst;
   output [2:0] readdata;
   wire [2:0] writeEnable; 
   dff ff0[2:0](.q(readdata), .d(writeEnable), .clk(clk), .rst(rst));
   mux2_1 mux0[2:0](.Out(writeEnable), .in1(readdata), .in2(writedata), .sel(write));
endmodule
module register_5(writedata, write, readdata, clk, rst);
   input [4:0] writedata;
   input write, clk, rst;
   output [4:0] readdata;
   wire [4:0] writeEnable; 
   dff ff0[4:0](.q(readdata), .d(writeEnable), .clk(clk), .rst(rst));
   mux2_1 mux0[4:0](.Out(writeEnable), .in1(readdata), .in2(writedata), .sel(write));
endmodule
--- run.sh ---
#!/bin/bash
# OpenROAD 26Q1-2900-gdf79404cd8, Yosys 0.63+post, stock flow scripts
make -C /OpenROAD-flow-scripts/flow DESIGN_CONFIG=/design/flow/config.mk WORK_HOME=/design/flow/orfs finish
==> Changelog: implementation <==
### Physical design

* Share of the yosys chip area belonging to registers at 47.2%
* Total DRC errors in the routed layout at 0
* Cell family with most CP delay: flip-flops
* Global route total overflow at 0
* DIE AREA at 11500 µm²
* Chip area estimate from yosys synthesis at 3310 µm²
* Area added between synthesis and finish at 35.3%
* Final antenna diode count at 0
* Critical path cell sequence: buf_2
* CTS Root Buffer Type: clkbuf_8
* Final WS setup at 0.0146 ns
* Fraction of power spent switching nets at 22.6%
* Maximum level of the CTS H-tree at 3
* Proportion of power drawn by flip-flops and latches at 48.5%
* Stage delay of the slowest cell on the critical path at 0.33 ns
* Maximum net fanout on the critical path at 2
* Headroom to the max-slew limit at 87.5%
* Synthesis Warnings at 1
* Synth unique cells at 8
* Per-cell routed wire length at 12.4 µm
* RSZ-0062 raised after global routing: yes
* TritonCTS clock tree: yes
* Total CTS buffers at 9
* Half-perimeter wire length after placement at 4.76 mm
* Total setup violations reported at the end of the flow at 0
* Max IR drop VDD at 0.707 mV
* Cell area power density at 1570 nW/µm²
* Initial antenna violation count at 0
* Height of the die at 107 µm
* Die X at 107 µm
* Startpoint kind of the worst setup timing path: register
* Total negative slack for setup checks at 0 ns
* Fillers at 1010
* Core area at 10500 µm²
* Endpoint kind of the worst setup timing path: output pin
* CTS Hold Bufs at 0
* End-of-flow core utilization at 42.6%
* Routed via count divided by cell count at 4.03
* Int Power at 0.00544 W
* Average instance area after synthesis at 10.2 µm²
* Maximum number of pins on one net before global-route repair at 41
* Clock skew after layout at 0 ns
* Worst-Margin Slew at 0.187 ns
* Total routing resource utilization after global routing at 12.0%
* Number of warnings in the stage logs at 27
* Ratio of final minimum period to clock period at 98.5%
* Number of nets with antenna violations after detailed routing at 0
* Gate count after technology mapping at 324
* CP arrival at 0.79 ns
* Post-layout total power at 0.00702 W
* First-pass iteration count of the detailed router at 4
* Final hold violations at 0
* Drt first-iter violations at 41
* Worst setup slack before clock tree synthesis at -0.0334 ns
* Crit path max-delay cell type: dfxtp_2
* Start point of the worst hold path: rst
* Total of buffers placed on input and output ports at 158
* Vias in the first global route at 2162
* Max Clk Rate at 1.01 GHz
* Final wirelength at 6.91 mm
* Minimum period implied by the final worst setup slack at 0.985 ns
* Hold Path Class: primary input to register
* Flops out of synthesis at 78
* Floorplan row count at 37
* # Cells Yosys at 324
* Net Switching at 0.00158 W
* Share of power burned in combinational logic at 13.3%
* Total of max-cap violations at 0
* Insertion delay to the later sink of the worst-skew pair at 0.34 ns
* Clk network pwr share at 38.3%
* Wire length of the first global-routing pass at 10.9 mm
* Number of slew-limit violations in the final report at 0
* Leak at 2.18 nW
* Run status: finished clean
* Top-Level Pins at 159
* Starting density of the core at 31.5%
* Critical path data required time at 0.80 ns
* Area of the mapped netlist at 3310 µm²
* Startpoint-to-endpoint class of the critical path: register to output pin
* Final GP Congestion at 0.695
* Total number of vias at 2244
* CTS max path bufs at 2
* Clock Sinks at 78
* Fraction of layout instances using a drive strength above 1 at 44.4%
* Number of buffers and inverters on the critical path at 1
* Clock transition time at the flip-flop clock pins of the worst setup and hold paths at 0.08 ns
## timing repair
item                                    4_1_cts  5_1_grt
endpoints found under the setup margin       78       74
setup buffers                                 2        3
gates resized                               313        0
## cells in the final DEF (no fill, tap or decap)
master            n
buf_12            5
buf_2            79
buf_4             9
bufinv_16         2
clkbuf_8         10
clkdlybuf4s50_1  78
clkinv_4          2
clkinvlp_4        1
dfxtp_2          78
inv_6             1
mux2i_1          78
nor2_1           78
## power groups by stage
stage | clock [W] | combinational (W) | sequential [W]
4_1_cts | 0.00280 | 0.000941 | 0.00340
6_report | 0.00269 | 0.000932 | 0.00340
5_1_grt | 0.00296 | 0.00103 | 0.00343
## worst paths after layout
check	endpoint	slack, ns	cells after the start
max	nextPC_out[2]	0.01	1
min	register	0.30	3
max reg2reg	register	0.27	3
min reg2reg	register	0.48	2
## through the flow
| stage | cells | hold WS (ns) | cell area (µm²) |
|---|---|---|---|
| after floorplan | 324 | 0.347 | 3310 |
| final | 557 | 0.299 | 4480 |
| after global placement | 536 | 0.472 | 4500 |
| after CTS | 554 | 0.286 | 4460 |
| after global routing | 557 | 0.287 | 4480 |
| after detailed placement | 536 | 0.480 | 4500 |
## cell usage after synthesis, drive strengths merged
| cell type | count | area share (%) |
|---|---|---|
| clkbuf | 5 | 0.57 |
| buf | 85 | 20 |
| dfxtp | 78 | 47 |
| mux2i | 78 | 24 |
| nor2 | 78 | 8.8 |
## area by class of cell
cell class / count / area, µm² / share of cell area [%]
clock buffer: 10 / 138 / 3.07
clock inverter: 6 / 93.8 / 2.10
multi-input combinational: 156 / 1070 / 24.0
sequential: 78 / 1660 / 37.0
tap: 136 / 170 / 3.80
timing repair buffer: 171 / 1340 / 30.0
## metal layers
layer	GRT usage [%]	part of all wire, %	up-vias	routed length (µm)
met2	17.4	41	99	2840
met5	0	0	-	0
met3	4.34	9.8	7	679
li1	-	-	1157	-
met4	1.47	1.0	0	71
met1	17.9	48	981	3320
## kinds of logic (layout without fill, tap and decap cells)
| group | count (synthesis) | after routing | synth area share, % |
|---|---|---|---|
| multiplexers | 78 | 78 | 23.6 |
| AND/OR/NAND/NOR | 78 | 78 | 8.84 |
| flip-flops | 78 | 78 | 47.2 |
| buffers and inverters | 90 | 187 | 20.4 |
Power and IR drop assume default switching activity.
