<file path="./design.v">
module MEMWB(ALURes_in, ALURes_out, readdata_in, readdata_out, nextPC_in, nextPC_out, pc_in, pc_out, AB_in, AB_out, writeregsel_in, writeregsel_out, RegWrite_in,  RegWrite_out, MemToReg_in, MemToReg_out,
             JAL_in, JAL_out, branch_in, branch_out, halt_in, halt_out, en, clk, rst);
   input [15:0] ALURes_in;
   input [15:0] readdata_in;
   input [15:0] nextPC_in;
   input [15:0] pc_in;
   input [4:0] AB_in;
   input [2:0] writeregsel_in;
   input RegWrite_in;
   input MemToReg_in;
   input JAL_in;
   input branch_in;
   input halt_in;
   input en;
   input clk, rst;
   output [15:0] ALURes_out;
   output [15:0] readdata_out;
   output [15:0] nextPC_out;
   output [15:0] pc_out;
   output [4:0] AB_out;
   output [2:0] writeregsel_out;
   output RegWrite_out;
   output MemToReg_out;
   output JAL_out;
   output branch_out;
   output halt_out;
   register_16 ALURes_Reg(.writedata(ALURes_in), .write(en), .readdata(ALURes_out), .clk(clk), .rst(rst));
   register_16 readdata_Reg(.writedata(readdata_in), .write(en), .readdata(readdata_out), .clk(clk), .rst(rst));
   register_16 nextPC_Reg(.writedata(nextPC_in), .write(en), .readdata(nextPC_out), .clk(clk), .rst(rst));
   register_16 pc(.writedata(pc_in), .write(en), .readdata(pc_out), .clk(clk), .rst(rst));
   register_5 AB_Reg(.writedata(AB_in), .write(en), .readdata(AB_out), .clk(clk), .rst(rst));
   register_3 writeregsel_Reg(.writedata(writeregsel_in), .write(en), .readdata(writeregsel_out), .clk(clk), .rst(rst));
   register_1 RegWrite_Reg(.writedata(RegWrite_in), .write(en), .readdata(RegWrite_out), .clk(clk), .rst(rst));
   register_1 MemToReg_Reg(.writedata(MemToReg_in), .write(en), .readdata(MemToReg_out), .clk(clk), .rst(rst));
   register_1 JAL_Reg(.writedata(JAL_in), .write(en), .readdata(JAL_out), .clk(clk), .rst(rst));
   register_1 branch_Reg(.writedata(branch_in), .write(en), .readdata(branch_out), .clk(clk), .rst(rst));
   register_1 halt_Reg(.writedata(halt_in), .write(en), .readdata(halt_out), .clk(clk), .rst(rst));
endmodule 
module dff (q, d, clk, rst);
    output         q;
    input          d;
    input          clk;
    input          rst;
    reg            state;
    assign #(1) q = state;
    always @(posedge clk) begin
      state = rst? 0 : d;
    end
endmodule
module mux2_1(Out, in1, in2, sel);
  input in1, in2; 
  input sel; 
  output Out;
  wire notS, nand1, nand2;
  assign notS = ~sel;  
  assign nand1 = ~(in1 & notS);
  assign nand2 = ~(in2 & sel);
  assign Out = ~(nand1 & nand2);
endmodule
module mux2_1_16(Out, in1, in2, sel);
  input [15:0] in1, in2;
  input sel;
  output [15:0] Out;
  mux2_1 mux2[15:0](.Out(Out), .in1(in1), .in2(in2), .sel(sel));
endmodule
module register_1(writedata, write, readdata, clk, rst);
   input writedata;
   input write, clk, rst;
   output readdata;
   wire writeEnable; 
   dff ff0(.q(readdata), .d(writeEnable), .clk(clk), .rst(rst));
   mux2_1 mux0(.Out(writeEnable), .in1(readdata), .in2(writedata), .sel(write));
endmodule
module register_16(writedata, write, readdata, clk, rst);
   input [15:0] writedata;
   input write, clk, rst;
   output [15:0] readdata;
   wire [15:0] writeEnable; 
   dff ff0[15:0](.q(readdata), .d(writeEnable), .clk(clk), .rst(rst));
   mux2_1_16 mux0(.Out(writeEnable), .in1(readdata), .in2(writedata), .sel(write));
endmodule
module register_3(writedata, write, readdata, clk, rst);
   input [2:0] writedata;
   input write, clk, rst;
   output [2:0] readdata;
   wire [2:0] writeEnable; 
   dff ff0[2:0](.q(readdata), .d(writeEnable), .clk(clk), .rst(rst));
   mux2_1 mux0[2:0](.Out(writeEnable), .in1(readdata), .in2(writedata), .sel(write));
endmodule
module register_5(writedata, write, readdata, clk, rst);
   input [4:0] writedata;
   input write, clk, rst;
   output [4:0] readdata;
   wire [4:0] writeEnable; 
   dff ff0[4:0](.q(readdata), .d(writeEnable), .clk(clk), .rst(rst));
   mux2_1 mux0[4:0](.Out(writeEnable), .in1(readdata), .in2(writedata), .sel(write));
endmodule
</file>
<file path="./run.sh">
#!/bin/bash
# OpenROAD 26Q1-2900-gdf79404cd8, Yosys 0.63+post, stock flow scripts
make -C /OpenROAD-flow-scripts/flow DESIGN_CONFIG=/design/flow/config.mk WORK_HOME=/design/flow/orfs finish
</file>
<file path="./config.mk">
export PLATFORM = sky130hd
export DESIGN_NAME = MEMWB
export DESIGN_NICKNAME = MEMWB
export VERILOG_FILES = /design/flow/design.v
export SDC_FILE = /design/flow/constraint.sdc
export NUM_CORES = 4
export LEC_CHECK = 1
export CORE_UTILIZATION = 40
</file>
<file path="./constraint.sdc">
current_design MEMWB

set clk_period 1.1
set clk_io_pct 0.2

create_clock -name clk0 -period $clk_period [get_ports {clk}]

set non_clock_inputs [all_inputs -no_clocks]
set_input_delay [expr $clk_period * $clk_io_pct] -clock clk0 $non_clock_inputs
set_output_delay [expr $clk_period * $clk_io_pct] -clock clk0 [all_outputs]
</file>
==> summary.txt <==
# Cells Yosys - 321
Final period util - 0.9638
Max cap viols - 0
Vias in the first global route - 2244
Initial DRC count - 33
Post-DP HPWL - 4649 um
Post-Route WL - 6700 um
Hold Vio Cnt, Final - 0
R2R setup slack - 0.38 ns
Drt first pass iters - 4
Slew Limit Fails - 0
Die Size - 0.008603 mm2
Leak - 2.105 nW
Main flop type - dfxtp_1
CP Cell Sequence - clkdlybuf4s15_1
RSZ-0062 raised after global routing - no
Die outline height - 92.75 um
GRT Total Usage - 0.1589
Reg power frac - 0.472
Clk sinks - 77
Synth Seq Share - 0.4679
Critical Path Max Stage Delay - 0.33 ns
Sw Share - 0.2062
Synthesized flop and latch total - 77
Share of flip-flops with an asynchronous set or reset - 0
Commonest cells post-synth - buf_4 (77), dfxtp_1 (77), mux2i_1 (77), nor2_1 (77), buf_2 (5)
Flip-flops with a built-in enable - 0
Worst Path Max Fanout - 2
Max rail drop VDD - 0.0006338 V
Post-DR vias/cell - 4.423
Fin Setup TNS - 0 ns
YS chip area - 0.003294 mm2
Number of cell rows - 32
Share of total power in the clock network - 0.394
Grt total ovfl - 0
Critical path capture point type - output port
Syn-to-layout area delta - 39.46%
Internal - 5.153 mW
Total CTS buffers - 9
NetSw - 1.338 mW
Buf+Inv Stages, Crit Path - 1
Gpl congestion - 0.7672
H-tree lvl count - 3
First-pass GRT wire length - 10710 um
Clk latency of the worst-skew pair - 0.33 ns
Cell accounting for the most synthesized area - dfxtp_1
# setup viols final - 0
CTS tree - built
Clock root buffer - clkbuf_8
Routed Antenna Nets - 0
Dpl cell area - 0.004403 mm2
Fin worst setup slack - 0.03987 ns
Syn Inst Count - 321
Kind of critical path - flip-flop to output port
DRC - 0
Proportion of layout cells with a drive suffix above 1 - 0.3236
Fmax - 943.3 MHz
R2R cell count - 3
Area of the core - 0.007848 mm2
Ys Warns - 1
Clock period minus worst slack - 1.060 ns
Outcome - finished, final reports clean
Final Cell Area - 0.004594 mm2
Starting Density - 0.4198
Clk slew on worst S/H paths - 0.09 ns
CP Launch Type - flip-flop
Final Core Density - 0.5855
Relative slew margins - 0.8571
Top cells by area - dfxtp_1 (47%), mux2i_1 (23%), buf_4 (18%), nor2_1 (8.8%), buf_12 (1.8%)
Slew at the pin with the worst max-slew slack - 0.2143 ns
Top-area cell share - 0.4679
Largest net degree at the start of global routing - 48
Critical path depth in cells - 1
Worst Hold Class - input pin to flip-flop
Via count - 2269
CP required - 0.88 ns
Setup WS pre-CTS - 0.06169 ns
Stage-log warning count - 25
I/O Buffers - 156
Avg Inst Size Synth - 10.26 um2
Fin Clk Skew - 0 ns
Max Root-Sink Buffers - 2
Area of the mapped netlist - 0.003294 mm2
Delay-heaviest family, CP - flip-flops
N_diodes - 0
Yosys cell types - 8
WHS Path Cells - 3
Die X - 92.75 um
Pwr per Cell Area - 1413 mW/mm2
Slowest CP cell - dfxtp_2
Ports - 157
Wire length per cell - 13.06 um
CP arrival - 0.84 ns
Initial antenna violation count - 0
Comb power frac - 0.134
[final timing paths]
path,from,end
setup / recovery,flip-flop,readdata_out[13]
hold / removal,rst,flip-flop
setup reg to reg,flip-flop,flip-flop
hold reg to reg,flip-flop,flip-flop
[logic make-up (layout without fill, tap and decap cells)]
| kind of cell | count (synthesis) | count (layout) | share of synthesized area |
|---|---|---|---|
| buffers and inverters | 90 | 180 | 0.2104 |
| flip-flops | 77 | 77 | 0.4679 |
| AND/OR/NAND/NOR | 77 | 77 | 0.08773 |
| multiplexers | 77 | 77 | 0.2340 |
[cell usage in the layout, fill, tap and decap left out, drive strengths merged]
cell type      instances
nor2                  77
dfxtp                 77
bufinv                 3
clkdlybuf4s15         45
clkdlybuf4s50         77
clkbuf                43
buf                   11
clkinv                 1
mux2i                 77
[power groups by stage]
stage     registers, mW  logic [mW]  clock network, mW
6_report           3.06       0.873               2.56
5_1_grt            3.08       0.958               2.76
4_1_cts            3.06       0.923               2.64
[stage by stage]
step                      cells  total power, mW  hold slack [ns]
after global routing        513            6.805           0.3093
final                       513            6.492           0.3016
after CTS                   512            6.620           0.2870
after floorplan             321            3.613           0.3668
after detailed placement    495            4.077           0.4801
after global placement      495            4.069           0.4704
[what timing repair did]
| action | 4_1_cts | 5_1_grt |
|---|---|---|
| hold buffers | 0 | 0 |
| setup endpoints to repair | 77 | 33 |
| resized | 232 | 32 |
| gates cloned | 0 | 0 |
| buffers inserted | 1 | 1 |
[final cells by class]
type	count	area (um2)
tap	102	127.6
clock buffer	12	145.1
multi-input combinational	154	1060
sequential	77	1638
timing repair buffer	164	1529
fill	697	3253
clock inverter	4	95.09
[per-layer routing]
| layer | routed length, um | GRT usage | up-vias | part of all wire |
|---|---|---|---|---|
| met5 | 0 | 0 | - | 0 |
| met4 | 164 | 0.04103 | 0 | 0.024 |
| met3 | 722 | 0.05430 | 15 | 0.11 |
| met2 | 2890 | 0.2407 | 109 | 0.43 |
| met1 | 2922 | 0.2235 | 1012 | 0.44 |
| li1 | - | - | 1133 | - |
Power and IR drop assume default switching activity.
