## /design/flow/config.mk

```make
export PLATFORM = sky130hd
export DESIGN_NAME = IDEX
export DESIGN_NICKNAME = IDEX
export VERILOG_FILES = /design/flow/design.v
export SDC_FILE = /design/flow/constraint.sdc
export NUM_CORES = 4
export LEC_CHECK = 1
export CORE_AREA = 10 10 214 214
export DIE_AREA = 0 0 224 224
```

## /design/flow/constraint.sdc

```tcl
current_design IDEX

set clk_period 1.1
set clk_io_pct 0.2

create_clock -name clk0 -period $clk_period [get_ports {clk}]

set non_clock_inputs [all_inputs -no_clocks]
set_input_delay [expr $clk_period * $clk_io_pct] -clock clk0 $non_clock_inputs
set_output_delay [expr $clk_period * $clk_io_pct] -clock clk0 [all_outputs]
```

## /design/flow/design.v

```verilog
module IDEX(inNextPC, outNextPC, inInstr, outInstr, A_in, B_in, A_out, B_out, invA_in, invB_in, Cin_in, invA_out, invB_out, Cin_out, AB_in, AB_out, 
	    signExtend1_in, signExtend2_in, signExtend3_in, signExtend1_out, signExtend2_out, signExtend3_out, zeroExtend1_in, zeroExtend2_in, zeroExtend1_out, zeroExtend2_out, SignExtend_in, SignExtend_out, 
	    ALUSrc_in, ALUSrc_out, RegDst_in, RegDst_out, RegWrite_in, RegWrite_out, MemWrite_in, MemToReg_in, MemWrite_out, MemToReg_out, halt_in, halt_out, stall, en, clk, rst);
   input [15:0] inNextPC, inInstr;
   input [15:0] A_in, B_in;
   input invA_in, invB_in, Cin_in;
   input [4:0] AB_in;
   input [15:0] signExtend1_in, signExtend2_in, signExtend3_in;
   input [15:0] zeroExtend1_in, zeroExtend2_in;
   input SignExtend_in;
   input [1:0] ALUSrc_in;
   input [1:0] RegDst_in;
   input RegWrite_in;
   input MemWrite_in, MemToReg_in;
   input halt_in, stall, en;
   input clk, rst;
   output [15:0] outNextPC, outInstr;
   output [15:0] A_out, B_out;
   output invA_out, invB_out, Cin_out;
   output [4:0] AB_out;
   output [15:0] signExtend1_out, signExtend2_out, signExtend3_out;
   output [15:0] zeroExtend1_out, zeroExtend2_out;
   output SignExtend_out;
   output [1:0] ALUSrc_out;
   output [1:0] RegDst_out;
   output RegWrite_out;
   output MemWrite_out, MemToReg_out;
   output halt_out;
   wire [15:0] selInstr;
   wire selRegWrite;
   wire selMemWrite;
   wire selMemToReg;
   wire selhalt;
   register_16 nextPC(.writedata(inNextPC), .write(en), .readdata(outNextPC), .clk(clk), .rst(rst));
  assign selInstr = (stall) ? 16'h0800 : inInstr;
  register_16 instr(.writedata(selInstr), .write(en), .readdata(outInstr), .clk(clk), .rst(rst));
  register_16 A_Reg(.writedata(A_in), .write(en), .readdata(A_out), .clk(clk), .rst(rst));
  register_16 B_Reg(.writedata(B_in), .write(en), .readdata(B_out), .clk(clk), .rst(rst));
  register_1 Cin_Reg(.writedata(Cin_in), .write(en), .readdata(Cin_out), .clk(clk), .rst(rst));
  register_1 invA_Reg(.writedata(invA_in), .write(en), .readdata(invA_out), .clk(clk), .rst(rst));
  register_1 invB_Reg(.writedata(invB_in), .write(en), .readdata(invB_out), .clk(clk), .rst(rst));
  register_5 AB_Reg(.writedata(AB_in), .write(en), .readdata(AB_out), .clk(clk), .rst(rst));
  register_16 signExtend1_Reg(.writedata(signExtend1_in), .write(en), .readdata(signExtend1_out), .clk(clk), .rst(rst));
  register_16 signExtend2_Reg(.writedata(signExtend2_in), .write(en), .readdata(signExtend2_out), .clk(clk), .rst(rst));
  register_16 signExtend3_Reg(.writedata(signExtend3_in), .write(en), .readdata(signExtend3_out), .clk(clk), .rst(rst));
  register_16 zeroExtend1_Reg(.writedata(zeroExtend1_in), .write(en), .readdata(zeroExtend1_out), .clk(clk), .rst(rst));
  register_16 zeroExtend2_Reg(.writedata(zeroExtend2_in), .write(en), .readdata(zeroExtend2_out), .clk(clk), .rst(rst));
  register_1 SignExtend_Reg(.writedata(SignExtend_in), .write(en), .readdata(SignExtend_out), .clk(clk), .rst(rst));
  register_2 ALUSrc_Reg(.writedata(ALUSrc_in), .write(en), .readdata(ALUSrc_out), .clk(clk), .rst(rst));
  register_2 RegDst_Reg(.writedata(RegDst_in), .write(en), .readdata(RegDst_out), .clk(clk), .rst(rst));
  assign selRegWrite = (stall) ? 1'b0 : RegWrite_in;
  register_1 RegWrite_Reg(.writedata(selRegWrite), .write(en), .readdata(RegWrite_out), .clk(clk), .rst(rst));
  assign selMemWrite = (stall) ? 1'b0 : MemWrite_in;
  register_1 MemWrite_Reg(.writedata(selMemWrite), .write(en), .readdata(MemWrite_out), .clk(clk), .rst(rst));
  assign selMemToReg = (stall) ? 1'b0 : MemToReg_in;
  register_1 MemToReg_Reg(.writedata(selMemToReg), .write(en), .readdata(MemToReg_out), .clk(clk), .rst(rst));
  assign selhalt = (stall) ? 1'b0 : halt_in;
  register_1 halt_Reg(.writedata(selhalt), .write(en), .readdata(halt_out), .clk(clk), .rst(rst));
endmodule 
module dff (q, d, clk, rst);
    output         q;
    input          d;
    input          clk;
    input          rst;
    reg            state;
    assign #(1) q = state;
    always @(posedge clk) begin
      state = rst? 0 : d;
    end
endmodule
module mux2_1(Out, in1, in2, sel);
  input in1, in2; 
  input sel; 
  output Out;
  wire notS, nand1, nand2;
  assign notS = ~sel;  
  assign nand1 = ~(in1 & notS);
  assign nand2 = ~(in2 & sel);
  assign Out = ~(nand1 & nand2);
endmodule
module mux2_1_16(Out, in1, in2, sel);
  input [15:0] in1, in2;
  input sel;
  output [15:0] Out;
  mux2_1 mux2[15:0](.Out(Out), .in1(in1), .in2(in2), .sel(sel));
endmodule
module register_1(writedata, write, readdata, clk, rst);
   input writedata;
   input write, clk, rst;
   output readdata;
   wire writeEnable; 
   dff ff0(.q(readdata), .d(writeEnable), .clk(clk), .rst(rst));
   mux2_1 mux0(.Out(writeEnable), .in1(readdata), .in2(writedata), .sel(write));
endmodule
module register_16(writedata, write, readdata, clk, rst);
   input [15:0] writedata;
   input write, clk, rst;
   output [15:0] readdata;
   wire [15:0] writeEnable; 
   dff ff0[15:0](.q(readdata), .d(writeEnable), .clk(clk), .rst(rst));
   mux2_1_16 mux0(.Out(writeEnable), .in1(readdata), .in2(writedata), .sel(write));
endmodule
module register_2(writedata, write, readdata, clk, rst);
   input [1:0] writedata;
   input write, clk, rst;
   output [1:0] readdata;
   wire [1:0] writeEnable; 
   dff ff0[1:0](.q(readdata), .d(writeEnable), .clk(clk), .rst(rst));
   mux2_1 mux0[1:0](.Out(writeEnable), .in1(readdata), .in2(writedata), .sel(write));
endmodule
module register_5(writedata, write, readdata, clk, rst);
   input [4:0] writedata;
   input write, clk, rst;
   output [4:0] readdata;
   wire [4:0] writeEnable; 
   dff ff0[4:0](.q(readdata), .d(writeEnable), .clk(clk), .rst(rst));
   mux2_1 mux0[4:0](.Out(writeEnable), .in1(readdata), .in2(writedata), .sel(write));
endmodule
```

## /design/flow/run.sh

```bash
#!/bin/bash
# OpenROAD 26Q1-2900-gdf79404cd8, Yosys 0.63+post, stock flow scripts
make -C /OpenROAD-flow-scripts/flow DESIGN_CONFIG=/design/flow/config.mk WORK_HOME=/design/flow/orfs finish
```

==> flow_summary.yaml <==
# physical design summary
place:
  dp_hpwl_mm: 15.97
  numPortBuffers: 325
  place_area_um2: 9734
  place_congestion: 0.7592
  post-place-cells: 1382
drt:
  drt_first_iter_violations: 226
  detailroute.via_count: 4954
  first_pass_iters: 4
  vias_per_cell: 3.474
  wl_mm: 21.52
  drc_errors_left: 0
  route.detailed.wl_per_inst_um: 15.09
  detail-route-antenna-nets: 0
yosys:
  yosysCellCount: 696
  ys_dominant_reg_cell: "dfxtp_1"
  syn_area_per_cell_um2: 9.966
  register_area_share_after_synthesis: 0.4646
  synth_chip_area_um2: 6937
  ys.warnings.count: 1
  numSynthFlops: 161
  postSynth.asyncResetShare: 0
  synth.top_cells.by_area: "dfxtp_1, mux2i_1, buf_4"
  synth.cells.most_frequent: "buf_4, dfxtp_1, nor2_1"
  yosys.cell_count.top_type: "buf_4"
  largest_area_cell: "dfxtp_1"
  post_synth_inst_count: 696
  netlist_area_um2: 6937
  post_synth_edffs: 0
  top_area_frac: 0.4646
  netlist-cell-type-count: 12
critical_path:
  timing.critical_path.cells: "buf_2"
  worst-path-max-fanout: 2
  critical-path-slowest-cell: "dfxtp_2"
  end_kind: "output pin"
  sum_of_buffers_and_inverters_on_the_critical_path: 1
  worst-endpoint-arrival_ns: 0.94
  cpPeakStageDelay_ns: 0.36
  critPathRequiredTime_ns: 0.88
  setup.worst_path.start_class: "flip-flop"
  timing.critical_path.max_delay_family: "flip-flops"
  timing_worst_setup_path_type: "flip-flop to output pin"
flow_run:
  openroad.warnings: 27
  timing.max_cap.violations: 0
clock_tree:
  cts_max_path_buffers: 2
  clk-insertion-delay-late_ns: 0.47
  cts_hold_repair.buffers: 0
  clockRootBuffer: "clkbuf_16"
  clkTransAtPathRegs_ns: 0.06
  cts_inserted_buffers: 17
  tritoncts_num_sinks: 161
  cts_tree: "done"
  ctsHtreeMaxLevel: 4
timing:
  drv_slew: 0
  hold_violations: 0
  final_setup_violation_count: 161
  holdWs_ns: 0.1534
  skew_ns: 0
  fin_crit_sh: 1.055
  max_freq_mhz: 861.8
  grt_setup_unrepaired: "yes"
  finalWorstSetupSlack_ns: -0.06036
  tightest_slew_ns: 0.2783
  min_period_ns: 1.160
  relative_slew_slack: 0.8145
pwr:
  leakage_dissipation_uw: 0.004550
  total_power_density_per_cell_area_nw_per_um2: 1479
  post-layout-total-power_uw: 14790
  peak_supply_drop_uv: 1767
floorplan:
  fp-utilization: 0.1691
  ioPinCount: 326
  coreArea_um2: 41020
  floorplan.die_area_um2: 50180
  die_height_um: 224
  die_w_um: 224
  floorplan.rows: 74
finish:
  finished_layout_cell_area_um2: 9997
  layout.cells.non_filler: 1426
  area_growth_pct: 44.12
  logic_area_um2: 2312
  fraction_of_final_layout_cells_sized_beyond_drive_strength_1: 0.4323
  filler_cell_count: 4376
  final_core_utilization: 0.2437
  regArea_um2: 3425
global_route:
  largest_net_degree_at_the_start_of_global_routing: 56
  grt.overflow.total: 0
  track_usage: 0.08295
  grt_pass1_wl_mm: 31.90
  antenna_found_initial: 1
  vias_in_the_first_global_route: 5027
worst_hold_path:
  hold_path_class: "input port to flip-flop"
  hold_start: "en"
status:
  failed_checks: "negative setup slack"
  status: "complete, but fails checks"
[routing by layer]
| metal | global-route usage | part of all wire |
|---|---|---|
| met5 | 0 | 0 |
| met4 | 0.01667 | 0.023 |
| met2 | 0.1353 | 0.46 |
| met3 | 0.04061 | 0.11 |
| met1 | 0.09743 | 0.40 |
[logic make-up (layout without fill, tap and decap cells)]
family	count (synthesis)	in the layout	synth area share
buffers and inverters	193	390	0.2020
and+or+nand+nor	181	181	0.1151
DFF	161	161	0.4646
muxes	141	141	0.2035
AOI/OAI and AO/OA	20	20	0.01479
other	0	1	0
[cells in the final DEF, fill, tap and decap left out, drive strengths merged]
cell           synthesis  layout
nand3b                19      19
diode                  0       1
bufinv                 0       4
a21oi                 19      19
mux2i                141     141
nor2                 143     143
clkinv                 0       3
clkinvlp               0       2
nand2b                19      19
clkbuf                15      23
buf                  178     196
a211oi                 1       1
clkdlybuf4s50          0     162
dfxtp                161     161
[where the power goes]
part	leakage [uW]	switching, uW	internal, uW	total, uW
clock	0.000303	2560	3960	6520
combinational	0.00286	660	1210	1870
sequential	0.00139	163	6230	6390
total	0.00455	3380	11400	14800
[timing repair]
item	in CTS	in global routing
setup buffers	9	2
cloned	0	0
setup endpoints to repair	161	161
resized	712	4
[path summary, 6_finish.rpt]
check,endpoint,slack [ns],cells after the start
hold reg to reg,flip-flop,0.46,2
setup / recovery,zeroExtend1_out[5],-0.06,1
setup reg to reg,flip-flop,0.26,4
hold / removal,flip-flop,0.15,3
[per-stage QoR]
stage | setup WS, ns | setup TNS [ns]
CTS | -0.1286 | -13.56
finish | -0.06036 | -3.716
detailed placement | -0.1858 | -3.713
global placement | -0.2080 | -3.123
global route | -0.1067 | -11.54
floorplan | 0.09568 | 0
[layout make-up]
class                      instances  area share
timing repair buffer             358      0.2961
tap                              532     0.06658
clock buffer                      23     0.04781
multi-input combinational        342      0.2313
antenna                            1   0.0002503
clock inverter                     9     0.01539
sequential                       161      0.3426
No activity file was given, so power comes from the tool's default toggle rates.
